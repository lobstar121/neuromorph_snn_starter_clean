## flow/run.sh

```bash
#!/bin/bash
# OpenROAD 26Q1-2900-gdf79404cd8, Yosys 0.63+post, stock flow scripts
make -C /OpenROAD-flow-scripts/flow DESIGN_CONFIG=/design/flow/config.mk WORK_HOME=/design/flow/orfs finish
```

## flow/config.mk

```make
export PLATFORM = sky130hd
export DESIGN_NAME = sat16
export DESIGN_NICKNAME = sat16
export VERILOG_FILES = /design/flow/design.v
export SDC_FILE = /design/flow/constraint.sdc
export NUM_CORES = 4
export LEC_CHECK = 1
export CORE_AREA = 10 10 70 70
export DIE_AREA = 0 0 80 80
```

## flow/constraint.sdc

```tcl
current_design sat16

set clk_period 3.2
set clk_io_pct 0.2

create_clock -name clk0 -period $clk_period

set non_clock_inputs [all_inputs -no_clocks]
set_input_delay [expr $clk_period * $clk_io_pct] -clock clk0 $non_clock_inputs
set_output_delay [expr $clk_period * $clk_io_pct] -clock clk0 [all_outputs]
```

## flow/design.v

```verilog
module sat16 (
    input  logic signed [31:0] in32,
    output logic signed [15:0] out16
);
    logic signed [31:0] minv = -32'sd32768;
    logic signed [31:0] maxv =  32'sd32767;
    always @* begin
        if (in32 > maxv) out16 = 16'sd32767;
        else if (in32 < minv) out16 = -16'sd32768;
        else out16 = in32[15:0];
    end
endmodule
```

==> flow_metrics.tcl <==
# implementation run metrics
set metrics [dict create \
    outcome "finished clean" \
    area_growth_syn_to_layout_pct 234 \
    worst_path_fanout_max 15 \
    synthesis.area_um2 231 \
    finalSetupTns_ns 0 \
    crit_path_top_delay_cell "sky130_fd_sc_hd__clkdlybuf4s50_1" \
    grt_antenna_before_repair 0 \
    synth.distinct_cells 10 \
    grt_pass1_wl_mm 2.55 \
    layout-drive-gt1-share_pct 12.0 \
    clock_buffer_count 0 \
    dieArea_mm2 0.00640 \
    placement.io_buffers 48 \
    ir_drop_v 0.0000382 \
    place_congestion 0.833 \
    dieHeight_um 80 \
    cp.required_ns 2.56 \
    grt_setup_unrepaired "false" \
    timing.critical_path.cells "clkdlybuf4s50_1 > nand4_2 > o41ai_4 > buf_6 > a21o_2 > clkdlybuf4s50_1" \
    timing.hold.worst.class "in2out" \
    yosys-stat-cells 28 \
    timing.critical_path.mode_cell "sky130_fd_sc_hd__clkdlybuf4s50_1" \
    floorplan.core_util_pct 6.78 \
    wl_mm 1.77 \
    place.detailed.instances 121 \
    finalCritPeriodShare_pct 96.8 \
    die_width_um 80 \
    hold_viol_final 0 \
    synth_area_leaders "sky130_fd_sc_hd__a21o_1 (32%), sky130_fd_sc_hd__a21o_2 (19%), sky130_fd_sc_hd__o41ai_4 (12%)" \
    yosys.stat.seqShare_pct 0 \
    synth_dominant_cell_count "sky130_fd_sc_hd__a21o_1" \
    slowest_delay_ns 0.50 \
    average_instance_area_after_synthesis_um2 8.27 \
    crit_arrival_ns 2.46 \
    detailroute.via_count 452 \
    antenna_cells 0 \
    yosys_area_um2 231 \
    route.detailed.drc 0 \
    post_drt_via_cell_ratio 3.74 \
    drtIter0Drc 1 \
    relSlewSlack_pct 81.8 \
    final_cells 121 \
    drtAntennaViolNets 0 \
    setup_violations 0 \
    floorplan.io_pins 48 \
    grt_pass1_vias 467 \
    final_period_minus_worst_setup_slack_ns 3.10 \
    stdcell_area_um2 773 \
    final_util_pct 22.6 \
    largest_net_degree_at_the_start_of_global_routing 16 \
    synth.top_cell.area_share_pct 32.4 \
    power_w 0.0000907 \
    yosysWarnings 1 \
    syn-instance-count 28 \
    worst_setup_path_startpoint "in32[15]" \
    seq_cells 0 \
    max_slew.worst_pin.slew_ns 0.270 \
    yosys-top-cells-count "sky130_fd_sc_hd__a21o_1 (10), sky130_fd_sc_hd__a21o_2 (5), sky130_fd_sc_hd__nor4_1 (4)" \
    drv.max_cap_violation_count 0 \
    crit_type "in2out" \
    ff_latch_area_um2 0 \
    grt_usage_pct 5.01 \
    start_kind "input pin" \
    ctsHoldBuffers 0 \
    critPathCaptureType "primary output" \
    final_hpwl_from_detailed_placement_mm 1.51 \
    postPlaceCellArea_um2 764 \
    power.density_cell_area_mw_per_mm2 117 \
    p_leak_nw 0.330 \
    grt.overflow.total 0 \
    report.final.slew_viol_count 0 \
    openroad.warnings 32 \
    placement_rows 21 \
    max_freq_mhz 323 \
    first_pass_iters 2 \
    synth_top_cell_by_area "sky130_fd_sc_hd__a21o_1" \
    endpoint "out16[1]" \
    avgRoutedWirePerCell_um 14.6 \
    design.core.area_mm2 0.00342 \
]
==> critical path: cells and delay by family <==
family                 cells  cell delay [ns]
buffers and inverters      3             1.19
AND-OR/OR-AND              2             0.51
AND/OR/NAND/NOR            1             0.13
==> per-layer routing <==
layer,wire length (um),vias to the layer above,global-route usage [%]
met2,594,43,6.10
met1,696,194,5.60
met4,0,0,0
met5,0,-,0
met3,475,0,6.36
li1,-,215,-
==> cell type report <==
| type | instances | area [um2] |
|---|---|---|
| Fill cell | 373 | 2640 |
| Tap cell | 46 | 57.6 |
| Timing Repair Buffer | 50 | 504 |
| Multi-Input combinational cell | 25 | 211 |
==> worst min-delay path by stage <==
stage	start	end	depth (start not counted)
CTS	in32[31]	out16[15]	2
global route	in32[4]	out16[4]	3
finish	in32[4]	out16[4]	3
==> where the power goes <==
part	internal (W)	total, W	switching, W
clock	0	0	0
sequential	0	0	0
combinational	0.0000668	0.0000907	0.0000239
total	0.0000668	0.0000907	0.0000239
==> repair_timing <==
action / CTS / global route
setup buffers: 0 / 0
endpoints found under the setup margin: 0 / 13
resized: 0 / 3
==> stage by stage <==
stage	worst slack [ns]	hold slack, ns
after floorplan	1.07	1.32
after global placement	0.0574	2.23
after detailed placement	0.0679	2.22
after CTS	0.0528	2.22
after global routing	0.0127	2.02
final	0.103	1.98
==> cells by family after synthesis <==
logic type / after synthesis / share of synthesized area, %
and+or+nand+nor: 8 / 24.3
AOI/OAI and AO/OA: 17 / 67.0
buffers and inverters: 3 / 8.64
==> cells in the final DEF, fill, tap and decap left out <==
cell type,Yosys,routed
sky130_fd_sc_hd__o41ai_4,1,1
sky130_fd_sc_hd__buf_4,0,1
sky130_fd_sc_hd__nand4_2,1,1
sky130_fd_sc_hd__buf_6,1,1
sky130_fd_sc_hd__a21o_2,5,5
sky130_fd_sc_hd__a21o_1,10,10
sky130_fd_sc_hd__clkdlybuf4s50_1,0,46
sky130_fd_sc_hd__nor4_1,4,4
sky130_fd_sc_hd__a41oi_1,1,1
sky130_fd_sc_hd__dlymetal6s2s_1,0,2
sky130_fd_sc_hd__nand4_1,3,3
Power is estimated from default activity; no workload was simulated.
